<file path="/design/flow/run.sh">
#!/bin/bash
# OpenROAD 26Q1-2900-gdf79404cd8, Yosys 0.63+post, stock flow scripts
make -C /OpenROAD-flow-scripts/flow DESIGN_CONFIG=/design/flow/config.mk WORK_HOME=/design/flow/orfs finish
</file>
<file path="/design/flow/config.mk">
export PLATFORM = sky130hd
export DESIGN_NAME = X
export DESIGN_NICKNAME = X
export VERILOG_FILES = /design/flow/design.v
export SDC_FILE = /design/flow/constraint.sdc
export NUM_CORES = 4
export LEC_CHECK = 1
export CORE_AREA = 10 10 71 71
export DIE_AREA = 0 0 81 81
</file>
<file path="/design/flow/constraint.sdc">
current_design X

set clk_period 1.2
set clk_io_pct 0.2

create_clock -name clk0 -period $clk_period [get_ports {clk}]

set non_clock_inputs [all_inputs -no_clocks]
set_input_delay [expr $clk_period * $clk_io_pct] -clock clk0 $non_clock_inputs
set_output_delay [expr $clk_period * $clk_io_pct] -clock clk0 [all_outputs]
</file>
<file path="/design/flow/design.v">
module X (digit,bcd, odd_parity,even_parity,clk,reset,enable); 
  input wire clk; 
  input wire reset; 
  input wire enable; 
  output [3:0] digit; 
  output [3:0] bcd; 
  output wire odd_parity; 
  output wire even_parity; 
  wire [3:0] generated_digit; 
  wire [3:0] encoded_bcd; 
  wire [3:0] generated_odd_parity; 
  wire [3:0] generated_even_parity; 
  BrunelIDNumberGenerator brunel_gen (
    .clk(clk), 
    .reset(reset), 
    .enable(enable), 
    .digit(generated_digit) 
  );
  BinaryToBCDEncoder bcd_encoder (
    .digit(generated_digit), 
    .bcd(encoded_bcd) 
  );
  ParityGenerator parity_gen (
    .bcd(encoded_bcd), 
    .odd_parity(generated_odd_parity), 
    .even_parity(generated_even_parity) 
  );
  assign digit = generated_digit; 
  assign bcd = encoded_bcd; 
  assign odd_parity = generated_odd_parity[0]; 
  assign even_parity = generated_even_parity[0]; 
endmodule 
module BrunelIDNumberGenerator (digit,clk,reset,enable); 
  input wire clk; 
  input wire reset; 
  input wire enable; 
  output reg [3:0] digit; 
  reg [2:0] counter; 
  reg [3:0] currentDigit; 
  reg [2:0] pulseInterval; 
always @(posedge clk or posedge reset) begin 
    if (reset) 
        counter = 0;  
    else if (enable) 
        counter = counter + 1;  
end 
always @(posedge clk) begin 
    if (reset) 
        pulseInterval = 0;  
    else if (enable) 
        pulseInterval = counter[2:0];  
end 
always @(posedge clk) begin 
    case (pulseInterval) 
        3'b010: currentDigit = 4'b0010; 
        3'b101: currentDigit = 4'b0100; 
        3'b110: currentDigit = 4'b0111; 
        default: currentDigit = 4'b0001; 
    endcase 
end 
always @(posedge clk) begin
    if (reset)
        digit <= 4'b0000;  
    else if (enable)
        digit <= currentDigit;  
end 
endmodule 
module BinaryToBCDEncoder(bcd,digit); 
  input wire [3:0] digit; 
  output reg [3:0] bcd; 
always @(*) begin 
  case (digit) 
    4'b0000: bcd = 4'b0000; 
    4'b0001: bcd = 4'b0001; 
    4'b0010: bcd = 4'b0010; 
    4'b0011: bcd = 4'b0011; 
    4'b0100: bcd = 4'b0100; 
    4'b0101: bcd = 4'b0101; 
    4'b0110: bcd = 4'b0110; 
    4'b0111: bcd = 4'b0111; 
    4'b1000: bcd = 4'b1000; 
    4'b1001: bcd = 4'b1001; 
    default: bcd = 4'b0000; 
  endcase 
end 
endmodule 
module ParityGenerator (odd_parity, even_parity,bcd); 
  output wire odd_parity; 
  output wire even_parity; 
  input wire [3:0] bcd; 
  assign even_parity = &bcd;  
  wire xor_result1 = bcd[0] ^ bcd[1] ^ bcd[2] ^ bcd[3];
  assign odd_parity = xor_result1 | ~even_parity; 
endmodule 
</file>
==> impl_metrics.tcl <==
# flow metrics
set metrics [dict create \
    reg2reg_slack_ns 0.11 \
    htreeDepth 1 \
    area_delta_synth_final_pct 36.2 \
    wl_um 910 \
    yosys_area_um2 532 \
    setup_tns_ns 0 \
    drtPass1Iterations 4 \
    drv_slew 0 \
    dpl.hpwl_um 707 \
    synth_cells 44 \
    final_cell_area_um2 724 \
    track_usage_pct 2.93 \
    dp_slack_ns -0.103 \
    cts_max_path_buffers 2 \
    ys_ff 15 \
    yosys-stat-cells 44 \
    wl_per_cell_um 8.50 \
    timing.rr.start "brunel_gen.counter[0]$_DFFE_PP0P_" \
    grt.busiest_layer "met2" \
    drcViolationCount 0 \
    die_y_um 81 \
    critPathArrivalTime_ns 1.21 \
    viasPerCell 2.90 \
    fin_crit_ns 1.09 \
    synth_seq_share_pct 59.3 \
    grt_use_met2_pct 4.22 \
    syn_area_um2 532 \
    cap_violations 0 \
    use_met3_pct 2.00 \
    crit_fanout 3 \
    first_global_vias 318 \
    port-buffer-count 8 \
    cp.required_ns 1.32 \
    fill_cells 399 \
    period_used_pct 90.4 \
    grt_pass1_wl_mm 1.43 \
    ios 13 \
    layout_setup_ws_ns 0.115 \
    drive_gt1_share_pct 23.7 \
    cp-end-kind "flop" \
    antenna_found_initial 0 \
    rr_worst_depth 2 \
    globalRouteOverflowTotal 0 \
    status "complete, no violations" \
    mi_logic_area_um2 179 \
    clock-sinks 15 \
    cts_made_buffers 3 \
    die_x_um 81 \
    setup_viol 0 \
    instances_no_fill 107 \
    rsz0062_at_grt "false" \
    p_per_area_nw_per_um2 1830 \
    cts_tree "built" \
    place_congestion 0.711 \
    r2r-end "brunel_gen.counter[1]$_DFFE_PP0P_" \
    postRouteAntennaNets 0 \
    cts_hold_buf 0 \
    leakagePower_nw 0.342 \
    std_cell_rows 22 \
    log.warning_count 25 \
    clockRootBuffer "clkbuf_8" \
    grt_max_degree 10 \
    finalHoldViolations 0 \
    total_power_mw 1.32 \
    seq_area_um2 318 \
    syn_area_per_cell_um2 12.1 \
    critPathLaunchType "flop" \
    max_freq_ghz 0.922 \
    dp_cells 101 \
    core_um2 3630 \
    num_vias 310 \
    yosys_warnings 4 \
    grt.met1_usage_pct 3.54 \
    antenna_cells 0 \
    clock_latency_ns 0.24 \
    ir_worst_vdd_uv 443 \
    skew_ns 0.000476 \
    chip_area_um2 6560 \
    yosysUniqueCellTypes 16 \
    clk_pin_slew_ns 0.05 \
    place_area_um2 668 \
    first_iter_violations 10 \
    finalCoreUtilization_pct 19.9 \
    criticalPathCategory "reg -> reg" \
    hold_path_class "in -> async" \
    fp-utilization_pct 14.6 \
    worst_hold_slack_ns 0.373 \
]
-- cell usage after synthesis, drive strengths merged --
master	instances	share of area, %
nand2	1	0.71
nor2	6	4.2
inv	1	0.71
mux2i	7	13
conb	2	1.4
xor2	1	1.6
mux2	1	2.8
ha	1	2.4
o21a	1	1.4
dfxtp	12	45
xnor2	1	1.6
buf	5	7.8
nor2b	2	2.8
dfrtp	3	14
-- power by group --
group | leakage (nW) | internal [mW] | switching (mW)
Combinational | 0.182 | 0.160 | 0.0883
Clock | 0.0255 | 0.229 | 0.153
Sequential | 0.134 | 0.617 | 0.0753
Total | 0.342 | 1.01 | 0.317
-- per-layer routing --
metal | share of wire [%] | routed length (um)
met1 | 43 | 389
met2 | 45 | 410
met3 | 11 | 101
met4 | 0.88 | 8
met5 | 0 | 0
-- worst max-delay path by stage --
stage                                              from                                        to  slack, ns  depth (start not counted)
after CTS             brunel_gen.counter[0]$_DFFE_PP0P_         brunel_gen.counter[1]$_DFFE_PP0P_       0.11                          2
final                 brunel_gen.counter[0]$_DFFE_PP0P_         brunel_gen.counter[1]$_DFFE_PP0P_       0.11                          2
after global routing                             enable  brunel_gen.pulseInterval[0]$_SDFFE_PP0P_       0.07                          4
-- cell usage in the layout, fill, tap and decap left out --
| master | netlist | layout |
|---|---|---|
| nor2b_2 | 1 | 1 |
| nor2_1 | 6 | 6 |
| mux2i_1 | 7 | 7 |
| dfrtp_1 | 3 | 3 |
| dfxtp_1 | 12 | 10 |
| dfxtp_2 | 0 | 2 |
| o21a_1 | 1 | 1 |
| dlygate4sd2_1 | 0 | 6 |
| inv_1 | 1 | 1 |
| ha_1 | 1 | 1 |
| xor2_1 | 1 | 1 |
| nand2_1 | 1 | 1 |
| buf_4 | 4 | 6 |
| clkdlybuf4s50_1 | 0 | 2 |
| mux2_4 | 1 | 1 |
| conb_1 | 2 | 4 |
| xnor2_1 | 1 | 1 |
| clkinv_2 | 0 | 1 |
| clkbuf_8 | 0 | 3 |
| nor2b_1 | 1 | 1 |
-- worst max-delay path, stage by stage (launching register included) --
cell and delay (ns):
dfrtp_1 0.41, ha_1 0.31, mux2_4 0.25
-- cells by family (layout without fill, tap and decap cells) --
family          after synthesis  after routing  synth area share [%]
simple gates                  9              9                  7.76
xor+xnor                      2              2                  3.29
fa+ha+maj                     1              1                  2.35
other cells                   2              4                  1.41
flops                        15             15                  59.3
compound gates                1              1                  1.41
buf+inv                       6             19                  8.47
mux                           8              8                  16.0
-- area by class of cell --
type / instances / share of cell area (%)
clock buffers: 3 / 5.70
clock inverters: 1 / 0.691
inverters: 1 / 0.518
multi-input cells: 25 / 24.7
flip-flops and latches: 15 / 43.9
well taps: 48 / 8.29
repair buffers: 14 / 16.2
-- registers in the layout (all words and copies together), names as in the netlist --
signal	flops
brunel_gen.counter	3
brunel_gen.currentDigit	3
brunel_gen.digit	3
brunel_gen.pulseInterval	3
parity_gen.bcd	3
-- repair_timing --
item / CTS / global route
resized: 8 / 0
endpoints found under the setup margin: 6 / 0
setup buffers: 2 / 0
No activity file was given, so power comes from the tool's default toggle rates.
